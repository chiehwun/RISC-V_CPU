==> flow/run.sh <==
#!/bin/bash
# OpenROAD 26Q1-2900-gdf79404cd8, Yosys 0.63+post, stock flow scripts
make -C /OpenROAD-flow-scripts/flow DESIGN_CONFIG=/design/flow/config.mk WORK_HOME=/design/flow/orfs finish
==> flow/config.mk <==
export PLATFORM = sky130hd
export DESIGN_NAME = alu
export DESIGN_NICKNAME = alu
export VERILOG_FILES = /design/flow/design.v
export SDC_FILE = /design/flow/constraint.sdc
export NUM_CORES = 4
export LEC_CHECK = 1
export CORE_UTILIZATION = 30
==> flow/constraint.sdc <==
current_design alu

set clk_period 16.4
set clk_io_pct 0.2

create_clock -name clk0 -period $clk_period

set non_clock_inputs [all_inputs -no_clocks]
set_input_delay [expr $clk_period * $clk_io_pct] -clock clk0 $non_clock_inputs
set_output_delay [expr $clk_period * $clk_io_pct] -clock clk0 [all_outputs]
==> flow/design.v <==
module alu(
    input      [31:0] ALU_in1, ALU_in2,
    input      [3:0]  ALU_ctrl,
    output reg        Zero,
    output reg [31:0] ALU_out
);
always @ (ALU_in1 or ALU_in2 or ALU_ctrl) begin
  case(ALU_ctrl)
  4'b0000: ALU_out = $signed(ALU_in1) + $signed(ALU_in2);              
  4'b1000: ALU_out = ALU_in1 - ALU_in2;                                
  4'b0001: ALU_out = $unsigned(ALU_in1) << $unsigned(ALU_in2[4:0]);    
  4'b0010: ALU_out = $signed(ALU_in1) < $signed(ALU_in2)? 1:0;         
  4'b0011: ALU_out = ALU_in1 < ALU_in2? 1:0;                           
  4'b0100: ALU_out = ALU_in1 ^ ALU_in2;                                
  4'b0101: ALU_out = ALU_in1 >> ALU_in2[4:0];                          
  4'b1101: ALU_out = $signed(ALU_in1) >>> ALU_in2[4:0];                         
  4'b0110: ALU_out = ALU_in1 | ALU_in2;                                
  4'b0111: ALU_out = ALU_in1 & ALU_in2;                                
  default: ALU_out = 32'b0;
  endcase
  if(ALU_out == 0)
    Zero = 1;
  else
    Zero = 0;
end
endmodule
==> results.yml <==
# synthesis and place-and-route metrics
synthesis:
  ys_seq_frac: 0
  top_area_frac: 0.129
  yosysWarningCount: 1
  postSynthAreaPerCell_sq_um: 6.92
  yosysMostFrequentCell: "nor2_1"
  synthDistinctLibCells: 88
  topCellsByArea: "ha_1, mux4_2, a21oi_1, nor2_1, mux2i_1"
  synthTopCellsByCount: "nor2_1, a21oi_1, nand2_1, ha_1, inv_1"
  largest_area_cell: "ha_1"
  synth_stat.cells: 1364
  syn_inst: 1364
  ys_area_sq_um: 9430
  synth_area_sq_um: 9430
hold_path:
  min_from: "ALU_ctrl[0]"
  whs_path_depth: 4
  worst_hold_path_type: "input port to output pin"
  hold_path_end: "ALU_out[4]"
layout:
  fillCellCount: 3319
  logic_area_sq_um: 8590
  drive_above_1_share: 0.0820
  flop-count: 0
  clock_buffers: 0
  flop_area_sq_um: 0
  area_growth_pct: 13.2
power_and_ir_drop:
  comb_power_share: 1.000
  p_int_w: 0.000144
  power_leakage_nw: 4.22
  p_sw_frac: 0.625
  switchingPower_w: 0.000241
  ir_drop_v: 0.0000115
  power_w: 0.000385
  powerDensity_nw_per_um2: 36.0
  power_frac_clock: 0
  seq_power_share: 0
sta:
  fmax_mhz: 83.9
  worst_pin_slew_ns: 0.967
  rsz0062_at_grt: "no"
  fin_crit_ns: 11.93
  relSlewSlack: 0.354
  fin_setup_tns_ns: 0
  setup_viol: 0
  hold_viol_final: 0
  drv_slew: 0
  fin_crit_sh: 0.727
drt:
  drcViolationCount: 0
  routed_wl_um: 51300
  via_per_inst: 6.63
  antennaDiodeCount: 0
  num_vias: 11800
  ant_nets: 0
  drt_first_pass_iters: 25
  route.detailed.wl_per_inst_um: 28.7
  drtIter0Drc: 1731
setup_path:
  timing_worst_setup_path_type: "input port to output pin"
  required_ns: 13.12
  end_kind: "output pin"
  crit_fanout: 38
  crit_path_start_kind: "input port"
  critPathArrivalTime_ns: 8.65
global_route:
  antenna_found_initial: 1
  grt_usage: 0.324
  grt_overflow: 0
  grt_pass1_vias: 11000
  grt_pass1_wl_um: 74800
  grt_max_degree: 57
placed_design:
  post-dp-hpwl_um: 40400
  place.gp.congestion: 1.04
  port_buffers: 101
floorplanning:
  die_h_um: 179
  rows: 64
  core-area_sq_um: 30700
  initCoreUtil: 0.307
  die_w_um: 179
  io_pins: 101
  dieArea_sq_um: 32200
run:
  cap_violations: 0
  tool_warnings: 97
outcome:
  status: "complete, no violations"
clocking:
  ctsResizeCount: 0
  post_cts_buffers: 0
  hold_buffers: 0
-- through the flow --
step	cell area (sq um)	util	setup WS [ns]	hold slack [ns]	instances
floorplan	9430	-	6.04	6.77	1364
global route	10700	0.347	4.24	7.62	1786
global placement	10700	0.347	4.66	7.56	1786
detailed placement	10700	0.347	4.68	7.55	1786
CTS	10700	0.347	4.67	7.56	1786
finish	10700	0.347	4.47	7.56	1786
-- final cells by class --
type                            count  share of cell area
Multi-Input combinational cell   1159               0.804
Tap cell                          396              0.0464
Inverter                           99              0.0348
Timing Repair Buffer              132               0.114
-- how the worst max path moves through the flow --
stage	start	end	slack, ns	depth (start not counted)
after CTS	ALU_in2[3]	Zero	4.67	16
after global routing	ALU_in2[3]	Zero	4.24	15
final	ALU_in2[3]	Zero	4.47	16
-- per-layer routing --
layer / wire (um) / global-route usage
met5: 0 / 0
met2: 22700 / 0.496
met3: 5050 / 0.0497
met1: 22100 / 0.478
met4: 1490 / 0.0788
-- critical path, cell delays in order --
cell and delay (ns):
clkdlybuf4s50_1 0.45, buf_4 0.41, inv_2 0.42, ha_1 0.60, nand2b_1 0.13, o311ai_2 0.16
a21oi_1 0.20, a2111oi_1 0.90, o31ai_1 0.20, mux2_2 0.27, o311ai_1 0.12, or3b_1 0.38
nor4_2 0.22, nand4_1 0.19, nor3_2 0.19, clkdlybuf4s50_1 0.47
-- kinds of logic after synthesis --
family                     count (synthesis)  share of synthesized area
and+or+nand+nor                          462                      0.240
buffers and inverters                    205                     0.0906
adders and majority gates                 99                      0.133
AOI/OAI and AO/OA                        473                      0.342
xor gates and xnor gates                  17                     0.0158
muxes                                    108                      0.179
-- layout by cell type (no fill, tap or decap), types with 14 or more instances in the layout --
cell and n:
a211oi_1 31, a21oi_1 109, a22oi_1 18, a31oi_1 14, buf_4 32, clkdlybuf4s50_1 96, ha_1 97, inv_1 96
mux2i_1 50, mux4_2 33, nand2_1 105, nand3_1 36, nand4_1 15, nor2_1 137, nor3_1 52, nor4_1 15
o211ai_1 30, o21ai_0 81, o221ai_1 14, o22ai_1 22
-- power by group through the flow --
stage	Combinational, W	Sequential (W)	Clock [W]
4_1_cts	0.000374	0	0
5_1_grt	0.000408	0	0
6_report	0.000385	0	0
Power and IR drop assume default switching activity.
